===== flow/run.sh =====
#!/bin/bash
# OpenROAD 26Q1-2900-gdf79404cd8, Yosys 0.63+post, stock flow scripts
make -C /OpenROAD-flow-scripts/flow DESIGN_CONFIG=/design/flow/config.mk WORK_HOME=/design/flow/orfs finish

===== flow/config.mk =====
export PLATFORM = sky130hd
export DESIGN_NAME = vga_controller
export DESIGN_NICKNAME = vga_controller
export VERILOG_FILES = /design/flow/design.v
export SDC_FILE = /design/flow/constraint.sdc
export NUM_CORES = 4
export LEC_CHECK = 1
export CORE_UTILIZATION = 40

===== flow/constraint.sdc =====
current_design vga_controller

set clk_period 2.6
set clk_io_pct 0.2

create_clock -name clk0 -period $clk_period [get_ports {clk_100MHz}]

set non_clock_inputs [all_inputs -no_clocks]
set_input_delay [expr $clk_period * $clk_io_pct] -clock clk0 $non_clock_inputs
set_output_delay [expr $clk_period * $clk_io_pct] -clock clk0 [all_outputs]

===== flow/design.v =====
`timescale 1ns / 1ps
module vga_controller(
    input clk_100MHz,    
    input reset,         
    output video_on,     
    output hsync,        
    output vsync,        
    output p_tick,       
    output [9:0] x,      
    output [9:0] y       
    );
    parameter HD = 640;              
    parameter HF = 16;               
    parameter HB = 48;               
    parameter HR = 96;               
    parameter HMAX = HD+HF+HB+HR-1;  
    parameter VD = 480;              
    parameter VF = 10;               
    parameter VB = 33;               
    parameter VR = 2;                
    parameter VMAX = VD+VF+VB+VR-1;  
	reg  [1:0] r_25MHz;
	wire w_25MHz;
	always @(posedge clk_100MHz or posedge reset)
		if(reset)
		  r_25MHz <= 0;
		else
		  r_25MHz <= r_25MHz + 1;
	assign w_25MHz = (r_25MHz == 0) ? 1 : 0;  
    reg [9:0] h_count_reg, h_count_next;
    reg [9:0] v_count_reg, v_count_next;
    reg v_sync_reg, h_sync_reg;
    wire v_sync_next, h_sync_next;
    always @(posedge clk_100MHz or posedge reset)
        if(reset) begin
            v_count_reg <= 0;
            h_count_reg <= 0;
            v_sync_reg  <= 1'b0;
            h_sync_reg  <= 1'b0;
        end
        else begin
            v_count_reg <= v_count_next;
            h_count_reg <= h_count_next;
            v_sync_reg  <= v_sync_next;
            h_sync_reg  <= h_sync_next;
        end
    always @(posedge w_25MHz or posedge reset)       
        if(reset)
            h_count_next = 0;
        else
            if(h_count_reg == HMAX)                  
                h_count_next = 0;
            else
                h_count_next = h_count_reg + 1;         
    always @(posedge w_25MHz or posedge reset)
        if(reset)
            v_count_next = 0;
        else
            if(h_count_reg == HMAX)                  
                if((v_count_reg == VMAX))            
                    v_count_next = 0;
                else
                    v_count_next = v_count_reg + 1;
    assign h_sync_next = (h_count_reg >= (HD+HB) && h_count_reg <= (HD+HB+HR-1));
    assign v_sync_next = (v_count_reg >= (VD+VB) && v_count_reg <= (VD+VB+VR-1));
    assign video_on = (h_count_reg < HD) && (v_count_reg < VD);  
    assign hsync  = h_sync_reg;
    assign vsync  = v_sync_reg;
    assign x      = h_count_reg;
    assign y      = v_count_reg;
    assign p_tick = w_25MHz;
endmodule

==> results.rst <==
Metrics
=======

.. list-table::
   :header-rows: 1

   * - Metric
     - Value
   * - Count of pins over their slew limit
     - 0
   * - Synthesized instance count
     - 153
   * - Total global routing overflow
     - 0
   * - Power density normalized to cell area
     - 330 mW/mm²
   * - Switching power as a share of total power
     - 0.192
   * - Status
     - finished, final reports clean
   * - Critical Path Source Type
     - register
   * - Core outline area
     - 0.00414 mm²
   * - Global placer's final weighted congestion
     - just under 0.9
   * - Starting DRT DRC Count
     - 119
   * - Yosys warning count
     - 1
   * - Net switching power
     - 138 µW
   * - Portion of the post-synthesis area used by sequential elements
     - 0.615
   * - Fin. Hold Viols
     - 0
   * - Number of top-level pins
     - 26
   * - Total number of placement rows
     - 23
   * - Count of antenna diodes in the layout
     - 0
   * - Required time of the worst setup path
     - 2080 ps
   * - Hold-fix buffer count after cts
     - 0
   * - Starting density of the core
     - 0.432
   * - Maximum number of pins on one net before global-route repair
     - between 40 and 50
   * - Overall track demand over capacity in global routing
     - 0.164
   * - Min-Delay Path Class
     - reg -> reg
   * - Number of distinct standard cells referenced by the synthesized netlist
     - 35
   * - Routed vias/inst
     - 4.98
   * - Gate power share
     - 0.021
   * - DIE WIDTH
     - 68.9 µm
   * - Number of buffers between clock root and the deepest sink
     - 2
   * - Startpoint of the most critical setup path
     - h_count_reg[7]
   * - Avg Inst Size Synth
     - around 12 µm²
   * - Setup repair after global routing missed its margin
     - false
   * - Seq pwr share
     - 0.518
   * - Post-route ant nets
     - 0
   * - Maximum clock rate
     - between 400 and 500 MHz
   * - Worst slew margin relative to its limit
     - 0.639
   * - Count of endpoints without a timing constraint
     - 40
   * - Clock transition at the register clock pins on the worst setup and hold paths after CTS
     - 90 ps
   * - DIE AREA
     - 0.00475 mm²
   * - Worst Min Path Start
     - r_25MHz[0]
   * - Flip-flop and latch count after synthesis
     - ~44
   * - Number of max-cap violations
     - 0
   * - Vias in the first global route
     - 1148
   * - Yosys stat area
     - ~0.0018 mm²
   * - CTS Buf Count
     - 3
   * - Final tally of setup violations
     - 0
   * - Share of the cycle needed by the critical path after routing
     - 0.835
   * - Start-to-end type of the worst setup path
     - reg -> out
   * - Relative contribution of the clock network to total power
     - 0.461
   * - Crit path arrival time
     - 1650 ps
   * - Clock tree from TritonCTS
     - done
   * - Total DRC errors in the routed layout
     - 0
   * - Detailed-route wire length
     - 3250 µm
   * - Worst setup timing slack at the placement stage
     - between 700 and 800 ps
   * - Critical register-to-register path startpoint
     - h_count_reg[6]
   * - DR WL/cell
     - 14.0 µm
   * - Mapped cell area
     - 0.00179 mm²
   * - Vertical die dimension
     - 68.9 µm
   * - Number of register pins that no clock reaches
     - 20
   * - Transition time at the pin with the least slew margin
     - 542 ps
   * - Number of detailed-routing iterations run before antenna repair
     - 4
   * - Count of port buffers added during placement
     - 25
   * - Internal power consumption
     - 581 µW
   * - Endpoint type of the worst setup path
     - primary output
   * - Number of levels in the clock H-tree
     - 1
   * - Worst-path maximum fanout
     - 8
   * - Min Tclk post-route
     - 2170 ps
   * - Post_cts resized
     - 0
   * - Aggregate negative setup slack
     - 0 ps
   * - Cell count listed in synth_stat.txt
     - 153
   * - Via total after detailed routing
     - 1161
   * - Area grow syn2layout
     - 21.7%
   * - Number of post-CTS setup repair buffers
     - 0
   * - Worst-skew pair later-pin latency
     - 270 ps
   * - Root buffer cell
     - clkbuf_8
   * - Global-route wire length before repair
     - 5510 µm
   * - Clock skew
     - 7.79 ps
   * - Number of antenna violations at the first check in global routing
     - 0
   * - Fraction of final layout cells sized beyond drive strength 1
     - 0.0765
   * - Half-perimeter wire length after detailed placement
     - 2240 µm
   * - Final Worst Setup Slack
     - 430 ps
   * - Leakage power
     - around 1 nW
   * - Number of warnings the tools reported
     - 31
   * - Peak supply drop
     - just under 0.3 mV
area by class of cell:
| class | instances | area (µm²) |
|---|---|---|
| Fill cell | 371 | 1970 |
| Sequential cell | 44 | 1100 |
| Multi-Input combinational cell | 96 | 633 |
| Timing Repair Buffer | 27 | 265 |
| Tap cell | 50 | 62.6 |
| Inverter | 12 | 45.0 |
| Clock buffer | 3 | 41.3 |
| Clock inverter | 1 | 30.0 |
through the flow:
step / area [µm²] / hold WS [ps] / total power, mW / utilization / std cells
2_1_floorplan: 1790 / 386 / 0.390 / - / 153
3_3_place_gp: 2110 / 398 / 0.396 / 0.508 / 229
4_1_cts: 2180 / 416 / 0.735 / 0.526 / 233
6_report: 2180 / 417 / 0.719 / 0.526 / 233
3_5_place_dp: 2110 / 402 / 0.396 / 0.508 / 229
5_1_grt: 2180 / 470 / 0.749 / 0.526 / 233
cell usage after synthesis (all sizes together):
| master | count | area share |
|---|---|---|
| dfrtp | 44 | 0.61 |
| nand2 | 18 | 0.038 |
| inv | 12 | 0.025 |
| o21ai | 10 | 0.034 |
| nor2 | 9 | 0.019 |
| ha | 8 | 0.056 |
| nand3 | 7 | 0.020 |
| and3 | 6 | 0.022 |
| a21oi | 5 | 0.014 |
| xnor2 | 5 | 0.024 |
| xor2 | 5 | 0.024 |
| nor3 | 4 | 0.017 |
| and2 | 2 | 0.0077 |
| nor4 | 2 | 0.0070 |
| or3 | 2 | 0.0098 |
| a211oi | 1 | 0.0042 |
| a31oi | 1 | 0.0035 |
| buf | 1 | 0.0063 |
| mux2i | 1 | 0.0056 |
| nand3b | 1 | 0.0042 |
| nand4 | 1 | 0.0035 |
| nand4b | 1 | 0.0049 |
| o211a | 1 | 0.0056 |
| o211ai | 1 | 0.0042 |
| o22a | 1 | 0.0049 |
| o22ai | 1 | 0.0035 |
| o32ai | 1 | 0.0049 |
| or4 | 1 | 0.0042 |
| or4b | 1 | 0.0077 |
power by group through the flow:
stage | logic [mW] | registers (mW) | clock network [mW]
4_1_cts | 0.0162 | 0.373 | 0.347
6_report | 0.0151 | 0.373 | 0.331
5_1_grt | 0.0183 | 0.373 | 0.358
layout by cell type (no fill, tap or decap), types with 2 or more instances in the layout:
cell,instances
xnor2_1,5
clkdlybuf4s50_1,25
nand2_1,18
dfrtp_1,44
nand3_1,7
inv_1,12
and3_1,5
o21ai_0,4
o21ai_2,3
nor3_1,3
buf_4,2
o21ai_1,3
nor4_1,2
xor2_1,5
nor2_1,9
ha_1,8
clkbuf_8,3
a21oi_1,5
per-layer routing:
layer | vias to the layer above | global-route usage | wire, µm
met5 | - | 0 | 0
met4 | 0 | 0.0102 | 21
met3 | 2 | 0.0400 | 184
met2 | 30 | 0.238 | 1430
met1 | 551 | 0.274 | 1620
li1 | 578 | - | -
critical path, stage by stage, from the launching register on:
cell             delay (ps)
dfrtp_1                 460
o21ai_0                 280
nand2_1                  90
nor2_1                   90
clkdlybuf4s50_1         470
cell families (layout without fill, tap and decap cells):
kind of cell | count (synthesis) | in the layout | synth area share
AOI/OAI and AO/OA | 22 | 22 | 0.0790
xor gates and xnor gates | 10 | 10 | 0.0489
adders and majority gates | 8 | 8 | 0.0559
buffers and inverters | 13 | 43 | 0.0314
DFF | 44 | 44 | 0.615
muxes | 1 | 1 | 0.00559
and+or+nand+nor | 55 | 55 | 0.164
path summary, 6_finish.rpt:
kind,endpoint,slack (ps),depth (start not counted)
max,video_on,430,4
min in group asynchronous,h_count_reg[0],670,3
min reg2reg,r_25MHz[0],420,1
max in group asynchronous,v_count_reg[7],1550,3
min,r_25MHz[0],420,1
max reg2reg,h_sync_reg,1140,3
Power and IR drop assume default switching activity.
