==> config.mk <==
export PLATFORM = sky130hd
export DESIGN_NAME = PS2Receiver
export DESIGN_NICKNAME = PS2Receiver
export VERILOG_FILES = /design/flow/design.v
export SDC_FILE = /design/flow/constraint.sdc
export NUM_CORES = 4
export LEC_CHECK = 1
export CORE_UTILIZATION = 50
==> constraint.sdc <==
current_design PS2Receiver

set clk_period 3.7
set clk_io_pct 0.2

create_clock -name clk0 -period $clk_period [get_ports {clk}]

set non_clock_inputs [all_inputs -no_clocks]
set_input_delay [expr $clk_period * $clk_io_pct] -clock clk0 $non_clock_inputs
set_output_delay [expr $clk_period * $clk_io_pct] -clock clk0 [all_outputs]
==> design.v <==
`timescale 1ns / 1ps
module PS2Receiver(
    input clk,
    input kclk,
    input kdata,
    output reg [15:0] keycode,
    output reg oflag
    );
    initial keycode[15:8] = 8'hF0;
    wire kclkf, kdataf;
    reg [7:0]datacur=0;
    reg [7:0]dataprev=0;
    reg [3:0]cnt=0;
    reg flag=0;
debouncer #(
    .COUNT_MAX(19),
    .COUNT_WIDTH(5)
) db_clk(
    .clk(clk),
    .I(kclk),
    .O(kclkf)
);
debouncer #(
   .COUNT_MAX(19),
   .COUNT_WIDTH(5)
) db_data(
    .clk(clk),
    .I(kdata),
    .O(kdataf)
);
always@(negedge(kclkf))begin
    case(cnt)
    0:; 
    1:datacur[0]<=kdataf;
    2:datacur[1]<=kdataf;
    3:datacur[2]<=kdataf;
    4:datacur[3]<=kdataf;
    5:datacur[4]<=kdataf;
    6:datacur[5]<=kdataf;
    7:datacur[6]<=kdataf;
    8:datacur[7]<=kdataf;
    9:flag<=1'b1;
    10:flag<=1'b0;
    endcase
        if(cnt<=9) cnt<=cnt+1;
        else if(cnt==10) cnt<=0;
end
reg pflag;
always@(posedge clk) begin
    if (flag == 1'b1 && pflag == 1'b0) begin
        keycode <= {dataprev, datacur};
        oflag <= 1'b1;
        dataprev <= datacur;
    end else
        oflag <= 'b0;
    pflag <= flag;
end
endmodule
`timescale 1ns / 1ps
module debouncer(
    input clk,
    input I,
    output reg O
    );
    parameter COUNT_MAX=255, COUNT_WIDTH=8;
    reg [COUNT_WIDTH-1:0] count;
    reg Iv=0;
    always@(posedge clk)
        if (I == Iv) begin
            if (count == COUNT_MAX)
                O <= I;
            else
                count <= count + 1'b1;
        end else begin
            count <= 'b0;
            Iv <= I;
        end
endmodule
==> run.sh <==
#!/bin/bash
# OpenROAD 26Q1-2900-gdf79404cd8, Yosys 0.63+post, stock flow scripts
make -C /OpenROAD-flow-scripts/flow DESIGN_CONFIG=/design/flow/config.mk WORK_HOME=/design/flow/orfs finish
==> out/qor.csv <==
stage,metric,value,unit
logic_synthesis,Post-synth EDFFs,41,
power_and_ir_drop,Logic pwr share,0.049,
hold_path,WHS Endpoint,keycode[13],
route,Routed Antenna Nets,0,
worst_setup_path,RR Endpoint,db_clk.O,
global_route,grt total ovfl,0,
power_and_ir_drop,Int Pwr,0.759,mW
logic_synthesis,Synth Warn #,2,
final_timing,period utilization,0.491,
power_and_ir_drop,Switching Fraction,0.187,
logic_synthesis,post-synthesis cell area,0.00193,mm2
worst_setup_path,"Critical Path, Cell by Cell",clkdlybuf4s50_1,
final_timing,Max Transition Viols Final,0,
floorplan,IO Pins,20,
global_route,first-pass GRT wire length,3.82,mm
logic_synthesis,Synth Instances,120,
route,final wirelength,2.16,mm
floorplan,Pre-Place Util,0.524,
floorplan,chip height,64.2,um
final_timing,final setup vio count,0,
route,Avg Vias per Cell,4.85,
logic_synthesis,"area share, top type",0.637,
hold_path,min-delay src,dataprev[5],
logic_synthesis,number of distinct library cells after synthesis,22,
clock_tree,clk ins delay skew pair,280,ps
final_timing,slew margin rel.,0.622,
global_route,vias in the first global route,901,
flow_run,MaxCap Viol Count,0,
hold_path,Worst Hold Depth,0,
route,Residual DRC,0,
worst_setup_path,crit start category,flip-flop,
route,number of diodes,0,
power_and_ir_drop,leakage power,0.827,nW
logic_synthesis,ys cells,120,
worst_setup_path,Reg2Reg Depth,3,
power_and_ir_drop,maximum vdd drop,0.000275,V
global_route,pin count of the biggest net entering global routing,26,
worst_setup_path,reg2reg start,db_clk.count[0],
cells_and_area,Area Growth Syn to Fin,20.1,%
final_timing,Slew @ Worst Pin,561,ps
route,DR vias,950,
worst_setup_path,crit-path max cell delay,450,ps
worst_setup_path,"Buf+Inv Stages, Crit Path",1,
worst_setup_path,CP endpoint kind,primary output,
worst_setup_path,"Slowest-stage cell, CP",clkdlybuf4s50_1,
worst_setup_path,flop2flop setup slack,2330,ps
power_and_ir_drop,PD cells,402,mW/mm2
final_timing,hold slack,413,ps
flow_run,Log Warnings,29,
cells_and_area,layout cell share with drive strength beyond 1,0.0743,
cells_and_area,Finished Layout Cells,196,
placement,DP HPWL,1.54,mm
logic_synthesis,ys async rst share,0,
logic_synthesis,yosys stat chip area,0.00193,mm2
route,met1 WL,993,um
logic_synthesis,sequential fraction of the synthesis area,0.762,
worst_setup_path,required time worst endpoint,2960,ps
final_timing,setup TNS,0,ps
logic_synthesis,top_reg_cell synth,edfxtp_1,
logic_synthesis,syn avg cell area,16.1,um2
final_timing,RSZ-0062 raised after global routing,no,
cells_and_area,Fillers,274,
clock_tree,postcts setup bufs,0,
worst_setup_path,critical path class,reg -> out,
clock_tree,Worst-path clk slew,70,ps
worst_setup_path,Worst EP arrival,1080,ps
clock_tree,Longest Clk Path Bufs,2,
route,max layer used,met4,
outcome,status,"complete, no violations",
final_timing,Achievable Freq,550,MHz
worst_setup_path,maximum fanout along the worst path,1,
floorplan,die width,64.2,um
clock_tree,CTS Hold Bufs,0,
route,starting DRC count in detailed routing,36,
clock_tree,post-CTS sizing,0,
logic_synthesis,most common library cells after synthesis,"edfxtp_1, nor2_1, dfxtp_1",
worst_setup_path,critical path's top delay family,buffers and inverters,
global_route,All-Layer GR Usage,0.132,
power_and_ir_drop,sequential share of power,0.546,
power_and_ir_drop,NetSw,0.174,mW
placement,placed cell areas,0.00219,mm2
route,DR WL/cell,11.0,um
route,routed length on met2,966,um
clock_tree,H-tree depth,2,
floorplan,core area,0.00369,mm2
route,Pre-antenna DRT Iters,4,
placement,Port Buffers,19,
logic_synthesis,"count leader, synth",edfxtp_1,
final_timing,Final Hold Fails,0,
clock_tree,CTS tree,built,
logic_synthesis,Post-synth regs,53,
logic_synthesis,dominant cell type by area after synthesis,edfxtp_1,
logic_synthesis,Cell area leaders,"edfxtp_1, dfxtp_1, ha_1",
clock_tree,root buf cell,clkbuf_8,
power_and_ir_drop,clock power share,0.405,
final_timing,Final Critical Period,1820,ps
route,WL met3,143,um
final_timing,endpoints left unconstrained,43,
placement,RePlAce Congestion,0.838,
clock_tree,total CTS buffers,5,
final_timing,skew final,7.31,ps
hold_path,worst min path class,reg -> reg,
floorplan,area of the die,0.00412,mm2
global_route,antenna violations before repair,0,
placement,placed insts,188,
cells_and_area,final instance area,0.00232,mm2
power_and_ir_drop,Design Power,0.933,mW
floorplan,Core Rows,22,
final_timing,register pins left without a clock,13,
## power by group through the flow
stage / Sequential, mW / Clock, mW / Combinational, mW
5_1_grt: 0.512 / 0.403 / 0.0545
4_1_cts: 0.509 / 0.385 / 0.0466
6_report: 0.509 / 0.378 / 0.0458
## how the worst max path moves through the flow
stage	start	to	slack [ps]	depth (start not counted)
6_report	keycode[3]	keycode[3]	1880	1
5_1_grt	keycode[3]	keycode[3]	1830	1
4_1_cts	keycode[1]	keycode[1]	1870	1
## through the flow
stage,utilization,worst slack [ps]
final,0.629,1880
after global routing,0.629,1830
after CTS,0.629,1870
after detailed placement,0.594,1640
after global placement,0.594,1700
after floorplan,-,1900
## metal layers
layer	GRT usage	up-vias
met3	0.0380	5
met4	0.0222	0
met2	0.201	26
met5	0	-
li1	-	481
met1	0.218	438
## cells in the final DEF, fill, tap and decap left out, drive strengths merged, types with 2 or more instances in the layout
master,count
and2,8
and4bb,2
clkbuf,7
clkdlybuf4s50,19
dfxtp,12
edfxtp,41
ha,7
inv,5
mux2i,2
nand3,4
nor2,15
nor2b,3
nor3,2
o21ai,2
xnor2,2
xor2,8
## logic make-up after synthesis
family,share of synthesized area
DFF,0.762
and+or+nand+nor,0.109
xor gates and xnor gates,0.0453
adders and majority gates,0.0453
AOI/OAI and AO/OA,0.0181
buffers and inverters,0.00972
muxes,0.0104
## state kept, by name, indices dropped and copies added, names as in the netlist
signal	cells
keycode	16
datacur	8
dataprev	8
db_clk.count	5
db_data.count	5
cnt	4
db_clk.Iv	1
db_clk.O	1
db_data.Iv	1
db_data.O	1
flag	1
oflag	1
pflag	1
## cell type report
class                           instances  area, um2  share of cell area
Inverter                                5       18.8             0.00809
Tap cell                               48       60.1              0.0259
Timing Repair Buffer                   20        198              0.0852
Clock inverter                          1       30.0              0.0129
Clock buffer                            7       97.6              0.0421
Multi-Input combinational cell         62        444               0.191
Sequential cell                        53       1470               0.634
Power is estimated from default activity; no workload was simulated.
