**/design/flow/design.v**
```verilog
`timescale 1ns / 1ps
module baudrate_gen(
    input clk,
    output reg baud
    );
    integer counter;
    always @(posedge clk) begin
        counter = counter + 1;
        if (counter == 325) begin counter = 0; baud = ~baud; end 
    end
endmodule
`timescale 1ns / 1ps
module uart(
    input clk,
    input rx,
    input [15:0] data_transmit,
    input [1:0] dte,
    output tx,
    output [7:0] data_received,
    output received,
    output [7:0] disp
    );
    reg en, last_rec;
    wire [7:0] data;
    wire baud;
    wire sent;
    assign data = (dte == 2'b01) ? data_transmit[7:0] : 
                  (dte == 2'b10) ? data_transmit[15:8] : 
                  data_received;
    baudrate_gen baudrate_gen(clk, baud);
    uart_rx receiver(baud, rx, received, data_received);
    uart_tx transmitter(baud, data, en, sent, tx, disp);
    always @(posedge baud) begin
        if (en) en = 0;
        if ((~last_rec & received) || dte) begin
            en = 1;
        end
        last_rec = received;
    end
endmodule
`timescale 1ns / 1ps
module uart_rx(
    input clk,
    input bit_in,
    output reg received,
    output reg [7:0] data_out
    );
    initial data_out = 7'b0000000;
    reg last_bit;
    reg receiving = 0;
    reg [7:0] count;
    always@(posedge clk) begin
        if (~receiving & last_bit & ~bit_in) begin
            receiving <= 1;
            received <= 0;
            count <= 0;
        end
        last_bit <= bit_in;
        count <= (receiving) ? count+1 : 0;
        case (count)
            8'd24:  data_out[0] <= bit_in;
            8'd40:  data_out[1] <= bit_in;
            8'd56:  data_out[2] <= bit_in;
            8'd72:  data_out[3] <= bit_in;
            8'd88:  data_out[4] <= bit_in;
            8'd104: data_out[5] <= bit_in;
            8'd120: data_out[6] <= bit_in;
            8'd136: data_out[7] <= bit_in;
            8'd152: begin received <= 1; receiving <= 0; end
        endcase
    end
endmodule
`timescale 1ns / 1ps
module uart_tx(
    input clk,
    input [7:0] data_transmit,
    input ena,
    output reg sent,
    output reg bit_out,
    output reg [7:0] temp
    );
    initial temp = 7'b0000000;
    reg last_ena;
    reg sending = 0;
    reg [7:0] count;
    always@(posedge clk) begin
        if (~sending & ~last_ena & ena) begin
            temp <= data_transmit;
            sending <= 1;
            sent <= 0;
            count <= 0;
        end
        last_ena <= ena;
        if (sending)    count <= count + 1;
        else            begin count <= 0; bit_out <= 1; end
        case (count)
            8'd8: bit_out <= 0;
            8'd24: bit_out <= temp[0];  
            8'd40: bit_out <= temp[1];
            8'd56: bit_out <= temp[2];
            8'd72: bit_out <= temp[3];
            8'd88: bit_out <= temp[4];
            8'd104: bit_out <= temp[5];
            8'd120: bit_out <= temp[6];
            8'd136: bit_out <= temp[7];
            8'd152: begin sent <= 1; sending <= 0; end
        endcase
    end
endmodule
```
**/design/flow/run.sh**
```bash
#!/bin/bash
# OpenROAD 26Q1-2900-gdf79404cd8, Yosys 0.63+post, stock flow scripts
make -C /OpenROAD-flow-scripts/flow DESIGN_CONFIG=/design/flow/config.mk WORK_HOME=/design/flow/orfs finish
```
**/design/flow/config.mk**
```make
export PLATFORM = sky130hd
export DESIGN_NAME = uart
export DESIGN_NICKNAME = uart
export VERILOG_FILES = /design/flow/design.v
export SDC_FILE = /design/flow/constraint.sdc
export NUM_CORES = 4
export LEC_CHECK = 1
export CORE_UTILIZATION = 50
```
**/design/flow/constraint.sdc**
```tcl
current_design uart

set clk_period 9.0
set clk_io_pct 0.2

create_clock -name clk0 -period $clk_period [get_ports {clk}]

set non_clock_inputs [all_inputs -no_clocks]
set_input_delay [expr $clk_period * $clk_io_pct] -clock clk0 $non_clock_inputs
set_output_delay [expr $clk_period * $clk_io_pct] -clock clk0 [all_outputs]
```
==> summary.txt <==
run results: run status complete, no violations, number of stages on the worst hold path 1, sequential fraction of the synthesis area 45.1%, cell area after synthesis 3640 µm², cell chosen for the clock root sky130_fd_sc_hd__clkbuf_8, actual slew at the worst max-slew pin 656 ps, endpoints left unconstrained 75, count of instantiated cells in the yosys netlist 382, total iterations of the first detailed-routing run 4, quantity of I/O buffers inserted on ports 37, final estimated routing congestion in global placement 0.873, final worst path period share 39.0%, final worst path period need 3510 ps, end of the worst register-to-register path baudrate_gen.baud$_DFFE_PN_, LEAKAGE 0.00155 µW, DRC Markers 0, post-synthesis cell type with the largest combined area sky130_fd_sc_hd__dfxtp_1, Worst Slack Setup Final 5490 ps, count of distinct cell types in the synthesized netlist 54, final-report max-slew violation count 0, CTS tree yes, minimum setup slack after placement 5460 ps, aggregate global routing overflow 0, startpoint type of the worst setup path register, count of buffers added by post-CTS timing repair for setup 0, Total Negative Setup Slacks 0 ps, Die X 87.4 µm, IO Pins 38, Core Footprint 6910 µm², mean instance size in the synthesized netlist 9.53 µm², Cell Count, Final, Fillers Out 508, largest net degree at the start of global routing 42, class of the worst hold path register to register, fraction of layout cells with a size suffix above 1 5.83%, final-layout worst hold slack 518 ps, commonest cells after routing, fill and taps aside 55 x sky130_fd_sc_hd__dfxtp_1, 37 x sky130_fd_sc_hd__clkdlybuf4s50_1, 29 x sky130_fd_sc_hd__xnor2_1, Worst Path Required 8930 ps, post-detailed-route count of antenna-violating nets 0, number of hold buffers added after CTS 0, clk slew on worst S/H paths 70 ps, post-CTS resize count 0, number of enable flip-flop cells 18, worst supply voltage drop on vdd 75.9 µV, reg-to-reg setup timing slack 5490 ps, number of global-route vias before repair 2,462, number of standard-cell rows in the floorplan 30, Cell area leaders sky130_fd_sc_hd__dfxtp_1 30%, sky130_fd_sc_hd__edfxtp_1 15%, sky130_fd_sc_hd__xnor2_1 7.0%, Final Hold Vio Count 0, Clock Tree Buf Depth 2, maxcap violations 0, total number of yosys warnings 4, source-to-sink clock delay at the later pin of the worst-skew pair 280 ps, Hold Path End baudrate_gen.counter[30]$_SDFF_PN0_, number of register pins that no clock reaches 40, Flops after synth 73, detailed-route wire length 6540 µm, worst-case reg-to-reg path depth 6, Num CTS Buffers 5, Fin Clk Skew 6.67 ps, Max-slew headroom 55.7%, number of design-rule violations left by the first detailed-router iteration 91, RSZ-0062 raised after global routing false, total power density per cell area 73.4 nW/µm², via density per instance 5.18, first-pass GRT wire length 11,300 µm, Critical Path Fanout Max 10, most common cell after layout, fill and taps aside sky130_fd_sc_hd__dfxtp_1, proportion of synthesized flip-flops having asynchronous set or reset 0%, cells after synthesis 382, fraction of synthesized cell area taken by the top area cell type 30.2%, vias after detailed routing 2,633, Cell Count Post-Placement 500, CP Capture Type register, origin of the worst min-delay path baudrate_gen.counter[30]$_SDFF_PN0_, post-synthesis chip area from yosys 3640 µm², mean routed wirelength per cell 12.9 µm, area added between synthesis and finish 15.5%, number of setup violations in the final report 0, commonest register cell after synthesis sky130_fd_sc_hd__dfxtp_1, number of antenna violations at the first check in global routing 0, Detail Placement HPWL 4860 µm, Die Y-Extent 87.4 µm, number of antenna cells inserted 0, GRT Resource Usage Total 19.2%, number of warnings in the stage logs 29, H-tree depth reported by CTS 2, Data arrival, critical path 3440 ps, maximum clock frequency 0.285 GHz, Setup Crit Path Kind register to register, die area 7630 µm², worst reg2reg path startpoint baudrate_gen.counter[0]$_SDFF_PN0_, starting density of the core 52.7%
-- worst max path at each step --
stage,startpoint,to,slack (ps)
after CTS,baudrate_gen.counter[0]$_SDFF_PN0_,baudrate_gen.baud$_DFFE_PN_,5450
after global routing,baudrate_gen.counter[0]$_SDFF_PN0_,baudrate_gen.baud$_DFFE_PN_,5310
final,baudrate_gen.counter[0]$_SDFF_PN0_,baudrate_gen.baud$_DFFE_PN_,5490
-- flip-flops by register name (all words and copies together), names as in the netlist, 8 cells and up --
name / flops
transmitter.count: 8
receiver.count: 8
receiver.data_out: 8
baudrate_gen.counter: 32
transmitter.temp: 8
-- routing by layer --
metal	track usage, %	share of wire [%]	vias to the layer above
met4	1.94	0.90	0
met1	32.0	54	1186
met3	3.75	2.1	6
met5	0	0	-
li1	-	-	1418
met2	28.0	43	23
-- report_power, final --
part	internal [µW]	total [µW]	switching (µW)
combinational	10.7	17.1	6.39
sequential	148	148	0
clock	90.3	144	53.5
total	249	309	59.9
-- layout make-up --
type                            count  area, µm²
Tap cell                           96        120
Timing Repair Buffer               42        408
Clock buffer                        7       86.3
Fill cell                         611       2700
Multi-Input combinational cell    274       1870
Sequential cell                    73       1640
Inverter                           15       56.3
Clock inverter                      1       30.0
-- critical path, stage by stage (launching register included) --
cell and delay [ps]:
sky130_fd_sc_hd__dfxtp_1 480, sky130_fd_sc_hd__nand4_4 220, sky130_fd_sc_hd__or4_1 670, sky130_fd_sc_hd__o31a_1 290, sky130_fd_sc_hd__or4_1 470, sky130_fd_sc_hd__or4b_4 560, sky130_fd_sc_hd__nor4_4 470
-- stage by stage --
step / power, µW / cell area, µm² / util (%)
4_1_cts: 312 / 4210 / 60.9
5_1_grt: 322 / 4210 / 60.9
2_1_floorplan: 159 / 3640 / -
3_3_place_gp: 169 / 4090 / 59.2
3_5_place_dp: 169 / 4090 / 59.2
6_report: 309 / 4210 / 60.9
-- cell families (layout without fill, tap and decap cells) --
| group | after synthesis | count (layout) | synth area share, % |
|---|---|---|---|
| compound gates | 46 | 46 | 8.83 |
| mux | 13 | 13 | 3.74 |
| fa+ha+maj | 6 | 6 | 2.06 |
| buf+inv | 35 | 65 | 3.71 |
| flops | 73 | 73 | 45.1 |
| xor+xnor | 44 | 44 | 10.6 |
| simple gates | 165 | 165 | 26.0 |
-- synthesized netlist by cell type (6+ instances only) --
library cell / count
sky130_fd_sc_hd__a211oi_1: 9
sky130_fd_sc_hd__a21oi_1: 9
sky130_fd_sc_hd__xor2_1: 15
sky130_fd_sc_hd__dfxtp_1: 55
sky130_fd_sc_hd__nor2b_1: 13
sky130_fd_sc_hd__inv_1: 15
sky130_fd_sc_hd__o21ai_0: 7
sky130_fd_sc_hd__and2_1: 15
sky130_fd_sc_hd__clkbuf_1: 16
sky130_fd_sc_hd__nor3_1: 10
sky130_fd_sc_hd__nor2_1: 21
sky130_fd_sc_hd__edfxtp_1: 18
sky130_fd_sc_hd__xnor2_1: 29
sky130_fd_sc_hd__nand4_1: 6
sky130_fd_sc_hd__mux2i_1: 8
sky130_fd_sc_hd__and3_1: 9
sky130_fd_sc_hd__nand3_1: 26
sky130_fd_sc_hd__nor4_1: 9
sky130_fd_sc_hd__ha_1: 6
sky130_fd_sc_hd__nand2_1: 26
Power and IR drop assume default switching activity.
